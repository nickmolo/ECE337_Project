==> design/flow/design.v <==
module numbercnt(
input wire [7:0] data_in,
output reg [3:0] num0,
output reg [3:0] num1);
integer k;
always @ (*)
begin
  num0 = 4'b0000;
    num1 = 4'b0000;
	  for(k = 0; k < 8; k = k + 1) begin
			      if(data_in[k] == 1'b1) begin
						        num1 = num1 + 1;
								    end
									  else if(data_in[k] == 1'b0)
											      begin
												        num0 = num0 + 1;
														    end
																  end
																    end
																	endmodule
==> design/flow/run.sh <==
#!/bin/bash
# OpenROAD 26Q1-2900-gdf79404cd8, Yosys 0.63+post, stock flow scripts
make -C /OpenROAD-flow-scripts/flow DESIGN_CONFIG=/design/flow/config.mk WORK_HOME=/design/flow/orfs finish
==> design/flow/config.mk <==
export PLATFORM = sky130hd
export DESIGN_NAME = numbercnt
export DESIGN_NICKNAME = numbercnt
export VERILOG_FILES = /design/flow/design.v
export SDC_FILE = /design/flow/constraint.sdc
export NUM_CORES = 4
export LEC_CHECK = 1
export CORE_AREA = 10 10 70 70
export DIE_AREA = 0 0 80 80
==> design/flow/constraint.sdc <==
current_design numbercnt

set clk_period 5.5
set clk_io_pct 0.2

create_clock -name clk0 -period $clk_period

set non_clock_inputs [all_inputs -no_clocks]
set_input_delay [expr $clk_period * $clk_io_pct] -clock clk0 $non_clock_inputs
set_output_delay [expr $clk_period * $clk_io_pct] -clock clk0 [all_outputs]
==> results.sh <==
# implementation run metrics
export IMPL_top_cells_by_area="ha_1 (12%), xnor2_1 (10%), xor2_1 (7.1%)"
export IMPL_gr_total_overflow=0
export IMPL_dr_wl_met3_um=152
export IMPL_dp_hpwl_mm=2.61
export IMPL_first_iter_violations=30
export IMPL_m1WireLength_mm=1.68
export IMPL_drc_errors=0
export IMPL_setup_tns_final_ns=0
export IMPL_drv_cap=0
export IMPL_fp_utilization=0.359
export IMPL_power_leakage_nw=0.911
export IMPL_area_growth_pct=75.6
export IMPL_worst_hold_path_type="primary input to output port"
export IMPL_drt_total_wl_mm=3.63
export IMPL_crit_type="primary input to output port"
export IMPL_cp_slowest_cell="or4_4"
export IMPL_cp_top_family="adder cells"
export IMPL_ys_seq_share=0
export IMPL_seqCellArea_um2=0
export IMPL_peakVddDrop_v=0.0000670
export IMPL_drive_gt1_frac=0.489
export IMPL_slowest_delay_ns=0.43
export IMPL_n_fill_cell=287
export IMPL_top_layer_used="met4"
export IMPL_grt_max_degree=31
export IMPL_ys_chip_area_um2=1230
export IMPL_viasPerCell=5.20
export IMPL_yosysUniqueCellTypes=51
export IMPL_core_um2=3420
export IMPL_avgRoutedWirePerCell_um=13.2
export IMPL_die_area_um2=6400
export IMPL_track_usage=0.107
export IMPL_ant_nets=0
export IMPL_top_cells_by_count="nand2_1 (17), xnor2_1 (14), ha_1 (12)"
export IMPL_whs_path_depth=4
export IMPL_setup_viol=0
export IMPL_cp_depth=17
export IMPL_synth_area_um2=1230
export IMPL_tool_warnings=36
export IMPL_fp_row_count=21
export IMPL_die_x_um=80
export IMPL_power_density_nw_per_um2=194
export IMPL_grt_pass1_wl_mm=5.82
export IMPL_die_h_um=80
export IMPL_status="complete, no violations"
export IMPL_route_vias_total=1429
export IMPL_synth_largest_area_cell="ha_1"
export IMPL_ys_cells=168
export IMPL_pin_count=16
export IMPL_grt_setup_unrepaired="yes"
export IMPL_fmax_mhz=183
export IMPL_cp_start_kind="primary input"
export IMPL_synth_top_cell_by_count="nand2_1"
export IMPL_synth_avg_cell_area_um2=7.31
export IMPL_routed_wl_met2_mm=1.78
export IMPL_hold_buffers=0
export IMPL_yosysWarnings=1
export IMPL_cp_arrival_ns=4.35
export IMPL_setup_worst_path_end_class="output port"
export IMPL_slew_headroom=0.651
export IMPL_slew_viol_final=0
export IMPL_ff_count=0
export IMPL_synthCells=168
export IMPL_tightest_slew_ns=0.520
export IMPL_top_area_frac=0.122
export IMPL_clkbuf_count=0
export IMPL_min_period_over_period=0.992
export IMPL_dp_slack_ns=-0.784
export IMPL_io_buffers=16
export IMPL_final_hold_viol_count=0
export IMPL_antenna_found_initial=0
export IMPL_cp_required_ns=4.40
export IMPL_final_core_util=0.631
export IMPL_path_max_fanout=3
export IMPL_fin_ws_ns=0.0451
export IMPL_diodes=0
export IMPL_finalCriticalPeriod_ns=5.45
export IMPL_worst_path_buf_inv=5
export IMPL_place_gp_congestion=0.911
export IMPL_path_cells="buf_6 > inv_4 > ha_1 > nor2b_4 > nor2_4 > buf_6 > buf_4 > ha_1 > and2_1 > or4_4 > o221ai_4 > o32ai_2 > ha_2 > mux2_4 > ha_4 > mux2_2 > dlygate4sd2_1"
export IMPL_grt_pass1_vias=1280
export IMPL_drtPass1Iterations=4
==> cells by family after synthesis <==
logic type      synth area share
simple gates               0.249
xor+xnor                   0.225
mux                       0.0703
compound gates             0.256
fa+ha+maj                  0.122
buf+inv                   0.0775
==> area by class of cell <==
class	count	area, um2	share of cell area
repair buffers	72	624	0.290
inverters	11	48.8	0.0226
well taps	46	57.6	0.0267
multi-input cells	146	1430	0.661
==> report_power, final <==
part	switching, mW	internal [mW]	total (mW)
Combinational	0.171	0.248	0.419
Clock	0	0	0
Sequential	0	0	0
==> repair_timing <==
action / in CTS / in global routing
setup buffers: 13 / 2
setup endpoints to repair: 6 / 6
resized: 61 / 26
pin swaps: 27 / 21
==> path summary, 6_finish.rpt <==
check	from	endpoint	slack [ns]
setup / recovery	data_in[0]	num0[1]	0.05
hold / removal	data_in[7]	num1[2]	3.14
==> per-layer routing <==
| metal | vias to the layer above | global-route usage |
|---|---|---|
| li1 | 732 | - |
| met1 | 677 | 0.151 |
| met2 | 18 | 0.181 |
| met3 | 2 | 0.00909 |
| met4 | 0 | 0.00880 |
| met5 | - | 0 |
==> cell usage in the layout (no fill, tap or decap), drive strengths merged, types with 2 or more instances in the layout <==
cell type,Yosys,layout
xnor2,15,15
o22ai,2,2
nor3,4,4
o311ai,2,2
nand2,17,17
a21oi,8,8
ha,12,12
nor2b,6,6
a311oi,2,2
or2,2,2
dlygate4sd2,0,2
nand3b,2,2
o221ai,2,2
xor2,11,11
and2,2,2
clkdlybuf4s15,0,3
nor2,7,7
nor3b,2,2
buf,8,58
nand3,6,6
a2bb2oi,2,2
o31ai,5,5
clkdlybuf4s50,0,7
a31oi,2,2
or4,2,2
o21ai,9,9
mux2,3,3
nand2b,3,3
inv,11,11
and3,3,3
mux2i,3,3
==> through the flow <==
stage | total power, mW | std cells | instance area (um2) | hold WS, ns
3_3_place_gp | 0.321 | 260 | 1730 | 3.36
4_1_cts | 0.379 | 273 | 2020 | 3.27
3_5_place_dp | 0.323 | 260 | 1730 | 3.38
6_report | 0.419 | 275 | 2160 | 3.14
2_1_floorplan | 0.176 | 168 | 1230 | 2.44
5_1_grt | 0.462 | 275 | 2160 | 3.20
Power and IR drop assume default switching activity.
